===== flow/design.v =====
module mux2_1_32(
	input [31:0] opZero,
	input [31:0] opUm,
	input op,
	output reg [31:0] saida	
);
always@(*)
begin
	case(op)
	1'b0:
		saida = opZero;
	1'b1:
		saida = opUm;
	endcase
end
endmodule

===== flow/run.sh =====
#!/bin/bash
# OpenROAD 26Q1-2900-gdf79404cd8, Yosys 0.63+post, stock flow scripts
make -C /OpenROAD-flow-scripts/flow DESIGN_CONFIG=/design/flow/config.mk WORK_HOME=/design/flow/orfs finish

===== flow/config.mk =====
export PLATFORM = sky130hd
export DESIGN_NAME = mux2_1_32
export DESIGN_NICKNAME = mux2_1_32
export VERILOG_FILES = /design/flow/design.v
export SDC_FILE = /design/flow/constraint.sdc
export NUM_CORES = 4
export LEC_CHECK = 1
export CORE_AREA = 10 10 71 71
export DIE_AREA = 0 0 81 81

===== flow/constraint.sdc =====
current_design mux2_1_32

set clk_period 1.0
set clk_io_pct 0.2

create_clock -name clk0 -period $clk_period

set non_clock_inputs [all_inputs -no_clocks]
set_input_delay [expr $clk_period * $clk_io_pct] -clock clk0 $non_clock_inputs
set_output_delay [expr $clk_period * $clk_io_pct] -clock clk0 [all_outputs]

==> metrics.yaml <==
finish:
  final_util_pct: 43.0
  drive_gt1_share_pct: 52.6
  seqCellArea_um2: 0
  syn_to_final_growth_pct: 187
  clkbuf_count: 0
  lay_top_cells: "59 x dlygate4sd2_1, 32 x mux2_4, 25 x buf_6"
  finalNonFillerCells: 183
  fill_cells: 359
  flop-count: 0
  layout_top_cell: "dlygate4sd2_1"
  fin_area_um2: 1560
synth:
  top_area_cell: "mux2_4"
  synth.area.top_cells: "mux2_4 83%, buf_12 11%, mux2_2 4.1%, buf_6 2.1%"
  ys_cells: 36
  yosys_area_um2: 544
  ys_seq_share_pct: 0
  top_cell_area_share_pct: 82.8
  synthCells: 36
  synth_area_um2: 544
  synth_cell_types: 4
  ys_warn_count: 1
  avgSynthCellArea_um2: 15.1
floorplan:
  die_height_um: 81
  die_x_um: 81
  ios: 97
  core_um2: 3630
  fp-utilization_pct: 15.0
  chip_area_um2: 6560
  fp-row-count: 22
critical_path:
  cp-start-kind: "input port"
  crit_arrival_ns: 0.99
  crit_required_ns: 0.80
  endpoint_kind: "primary output"
  crit_type: "input port to primary output"
  cp_max_fo: 8
power_and_ir_drop:
  peakVddDrop_mv: 0.159
  p_leak_nw: 0.845
  p_per_area_nw_per_um2: 399
grt:
  grt_max_degree: 11
  grt_util_all_layers_pct: 7.54
  grt_pass1_wl_mm: 3.97
  gr-total-overflow: 0
  grt_pass1_vias: 744
  antenna_found_initial: 0
final_timing:
  worst_slew_pin_slew_ns: 0.0850
  final_max_slew_viol_count: 0
  finalClockPeriodUsage_pct: 119
  slew_headroom_pct: 94.3
  hold_slack_ns: 0.701
  fin_crit_ns: 1.19
  clock.fmax_mhz: 840
  finalHoldViolCount: 0
  setup_violations: 32
  rsz0062_at_grt: "yes"
  setup_ws_ns: -0.190
worst_hold_path:
  hold_class: "input port to primary output"
detailed_routing:
  drcViolationCount: 0
  avgRoutedWirePerCell_um: 15.4
  routed_wirelength_mm: 2.82
  antenna_cells: 0
  antenna_left: 0
  drt_first_pass_iters: 2
  vias: 676
  vias_per_cell: 3.69
  dr.first_iter.drc_count: 4
placement:
  io_buffer_count: 97
  dp_hpwl_mm: 2.56
  post_dp_cell_area_um2: 1560
  dp.cells: 180
  preCtsSetupSlack_ns: -0.528
  place.gp.congestion: 0.836
status:
  run_status: "finished with violations"
  violations: "negative setup slack"
job:
  warning_count: 34
  cap_viol_max_count: 0
clock_network:
  ctsHoldBuffers: 0
[critical path: stages]
cell and delay (ns):
buf_12 0.12, buf_12 0.14, buf_12 0.12, mux2_4 0.29, buf_6 0.11
[Yosys cell counts]
cell / number
buf_12: 3
mux2_4: 30
buf_6: 1
mux2_2: 2
[report_power, final]
group	total, mW	internal (mW)	switching [mW]
combinational	0.622	0.483	0.140
sequential	0	0	0
clock	0	0	0
total	0.622	0.483	0.140
[per-layer routing]
layer	vias up	GRT usage [%]	wire length (um)	part of all wire [%]
met3	0	2.90	354	13
met1	292	9.55	1100	39
met4	0	0	0	0
met2	50	12.7	1370	49
li1	334	-	-	-
met5	-	0	0	0
[logic make-up after synthesis]
group                  synth area share [%]
multiplexers                           86.9
buffers and inverters                  13.1
[stage by stage]
stage | power [mW] | TNS (ns)
after floorplan | 0.206 | 0
after global placement | 0.668 | -16.40
after detailed placement | 0.672 | -16.37
after CTS | 0.601 | -2.68
after global routing | 0.666 | -3.00
final | 0.622 | -2.45
[path summary, 6_finish.rpt]
| kind | start | slack [ns] | cells past startpoint | endpoint |
|---|---|---|---|---|
| max | op | -0.19 | 5 | saida[23] |
| min | opUm[5] | 0.70 | 3 | saida[5] |
[final cells by class]
| class | instances | area (um^2) | share of cell area, % |
|---|---|---|---|
| repair buffers | 103 | 1020 | 65.4 |
| multi-input cells | 32 | 480 | 30.8 |
| well taps | 48 | 60.1 | 3.85 |
[timing repair]
| item | 4_1_cts | 5_1_grt |
|---|---|---|
| buffers inserted | 2 | 0 |
| gates cloned | 1 | 0 |
| gates resized | 179 | 9 |
| setup endpoints to repair | 32 | 32 |
Power and IR drop assume default switching activity.
