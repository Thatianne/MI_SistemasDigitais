## flow/design.v

```verilog
module mux3_1_32(
	input [31:0] opZero,
	input [31:0] opUm,
	input [31:0] opDois,
	input [1:0] op,
	output reg [31:0] saida
);
always@ (*)
begin
	case(op)
	2'b00:
		saida = opZero;
	2'b01:
		saida = opUm;
	2'b10:
		saida = opDois;
	default:
		saida = 32'd0;
	endcase
end
endmodule
```

## flow/run.sh

```bash
#!/bin/bash
# OpenROAD 26Q1-2900-gdf79404cd8, Yosys 0.63+post, stock flow scripts
make -C /OpenROAD-flow-scripts/flow DESIGN_CONFIG=/design/flow/config.mk WORK_HOME=/design/flow/orfs finish
```

## flow/config.mk

```make
export PLATFORM = sky130hd
export DESIGN_NAME = mux3_1_32
export DESIGN_NICKNAME = mux3_1_32
export VERILOG_FILES = /design/flow/design.v
export SDC_FILE = /design/flow/constraint.sdc
export NUM_CORES = 4
export LEC_CHECK = 1
export CORE_AREA = 10 10 86 86
export DIE_AREA = 0 0 96 96
```

## flow/constraint.sdc

```tcl
current_design mux3_1_32

set clk_period 3.4
set clk_io_pct 0.2

create_clock -name clk0 -period $clk_period

set non_clock_inputs [all_inputs -no_clocks]
set_input_delay [expr $clk_period * $clk_io_pct] -clock clk0 $non_clock_inputs
set_output_delay [expr $clk_period * $clk_io_pct] -clock clk0 [all_outputs]
```

==> summary.txt <==
Physical implementation

The flow ran to the end, and the final reports show no timing, DRC or antenna violations. The parity-gate share of the synthesized area counting xor and xnor cells is 0%. The data arrival time of the critical path is 2.18 ns.

The total of max-cap violations is 0. The effective utilization at floorplan is 14.2%. The first-pass GRT wire length is 6350 microns.

The sum of negative setup slack is 0 ns. Detailed routing inserted a total of 1,111 vias. The number of distinct library cell variants in the gate-level netlist after synthesis is 8. The post-synthesis instance total is 77. The combinational share of power is 100.0%. Sequential elements use 0% of the synthesized area. Of the available clock period, the critical path in the final layout requires 84.2%. The tool warning count for the run is 32. The delay of the slowest cell on the worst path is 0.50 ns.

The commonest cells after synthesis are sky130_fd_sc_hd__mux2i_1 (32), sky130_fd_sc_hd__o2bb2ai_1 (22), sky130_fd_sc_hd__o2bb2ai_2 (10), sky130_fd_sc_hd__buf_6 (8), sky130_fd_sc_hd__clkbuf_1 (2). In this design, the critical path's most frequently occurring cell is sky130_fd_sc_hd__clkdlybuf4s50_1. Per the gpl log, the routability congestion estimate is 0.769. The overall global routing resource usage is 8.54%. The detailed-routing iteration count for the pre-antenna-repair pass is 2. The routed design has 4490 microns of wire.

Sequential cells account for 0% of the total power. Per the repair_timing log after CTS, setup buffers inserted total 0. According to the floorplan log, the row count is 27. Buffers inserted to repair hold after CTS numbered 0. The critical path endpoint has a required time of 2.72 ns. The total net switching power is 65.1 uW.

The worst hold path cell count is 3. The number of failing setup endpoints in the final timing report is 0. Of the cells placed in the final design, the portion with a size suffix greater than 1 is 8.04%. During I/O placement, the number of pins put on the boundary was 130. After detailed routing, the number of remaining DRC violations is 0. According to the dpl log, the detail-placed design has an HPWL of 3860 microns.

The worst-margin pin slew is 0.497 ns. The chip occupies 9220 sq um. The largest fanout on the critical path is 32. The via density per instance is 4.10. The remaining max-slew budget at the tightest pin is 66.9%. The main area contributors are sky130_fd_sc_hd__mux2i_1 (41%), sky130_fd_sc_hd__o2bb2ai_1 (24%), sky130_fd_sc_hd__o2bb2ai_2 (19%). The static power due to leakage is 0.000798 uW. The area overhead of the layout relative to synthesis is 169%. The worst setup slack before clock tree synthesis is 0.533 ns. The start-to-end type of the worst setup path is primary input to output pin.

In the finished layout, the clock tree contains a buffer count of 0. Per the GRT congestion report, total overflow comes to 0. For reference, the post-synthesis area per instance comes to 10.2 sq um. The count of antenna-violating nets left after detailed routing is 0.

The overall die width is 96 microns. The detailed-route wire length per cell is 16.5 microns. The total core area is 5540 sq um. The clock period minus final worst setup slack is 2.86 ns.

The final count of hold timing violations is 0. Looking at the critical path, the single cell with the biggest stage delay is sky130_fd_sc_hd__clkdlybuf4s50_1. Summing every instance area after synthesis gives 787 sq um. Entering global routing, the biggest net connects 33 pins.

The ratio of total power to cell area is 120 nW/um^2. The cell count in the Yosys report is 77. The tightest min-delay check is of the primary input to output pin type.

The report lists the cells along the critical path as clkdlybuf4s50_1, nor2b_4, buf_12, o2bb2ai_1, clkdlybuf4s50_1. The startpoint type of the worst setup path is a primary input. The worst supply voltage drop on vdd is 44.8 uV. Measured against the total synthesized area, the mux share comes to 40.7%. The number of DRC violations after detailed-routing iteration 0 is 3.

The flow reports an fmax of 349 MHz. For reference, the final report shows the max-slew violation count at 0. The internal power consumption is 190 uW. The final worst-path setup slack is 0.536 ns. Setup repair after global routing left no endpoint under its margin. In the synthesis report, Yosys lists the chip area as 787 sq um. The most frequent cell after synthesis is sky130_fd_sc_hd__mux2i_1.

The number of antenna violations at the first check in global routing was 0. The via count of the first global-routing pass is 1,143. Post-CTS repair changed the size of 0 cells. The placement report lists the number of port buffers as 130. The die is 96 microns tall. Per report_power, the clock group accounts for 0% of the total.

The type of destination of the critical path is an output pin. Of the total synthesized cell area, the portion taken by AND-OR and OR-AND cells is 43.6%. The number of fill cells in the layout is 583.

The cell type with the highest aggregate area in the netlist is sky130_fd_sc_hd__mux2i_1. The register area is 0 sq um. The number of sequential storage elements is 0. Summed over its instances, the top area cell type makes up 40.7% of the synthesized netlist area. Grouping non-sequential cells by family puts the most area in AND-OR/OR-AND gates. The simple-gate share of the synthesized area is 1.75%. The power report shows net switching accounting for 25.6% of the total. For this run, the number of Yosys warnings is 1. The total inserted antenna cells is 0. For reference, full adder, half adder and majority cells occupy 0% of the area reported after synthesis.
-- stage by stage --
step / total power [uW] / hold WS [ns] / utilization, % / std cells / instance area [sq um]
final: 255 / 2.28 / 38.2 / 271 / 2120
after global routing: 275 / 2.31 / 38.2 / 271 / 2120
after CTS: 261 / 2.29 / 38.2 / 271 / 2120
after detailed placement: 259 / 2.28 / 38.2 / 271 / 2120
after global placement: 260 / 2.29 / 38.2 / 271 / 2120
after floorplan: 74.3 / 1.42 / - / 77 / 787
-- power groups by stage --
stage                 clock, uW  sequential, uW  combinational [uW]
after CTS                     0               0                 261
after global routing          0               0                 275
final                         0               0                 255
-- cells in the final DEF (no fill, tap or decap) --
cell                              Yosys  routed
sky130_fd_sc_hd__o2bb2ai_1           22      22
sky130_fd_sc_hd__nor2b_4              1       1
sky130_fd_sc_hd__clkdlybuf4s50_1      0     129
sky130_fd_sc_hd__buf_4                1       2
sky130_fd_sc_hd__buf_2                1       1
sky130_fd_sc_hd__buf_12               0       2
sky130_fd_sc_hd__o2bb2ai_2           10      10
sky130_fd_sc_hd__mux2i_1             32      32
-- cell families (layout without fill, tap and decap cells) --
| group | Yosys count | after routing |
|---|---|---|
| simple gates | 1 | 1 |
| compound gates | 32 | 32 |
| buf+inv | 12 | 134 |
| mux | 32 | 32 |
-- worst max-delay path, delay by kind of cell --
kind | cells | cell delay (ns)
compound gates | 1 | 0.14
buf+inv | 3 | 1.19
simple gates | 1 | 0.16
-- layout make-up --
class	count	area (sq um)	share of cell area (%)
repair buffers	134	1350	63.8
multi-input cells	65	677	32.0
well taps	72	90.1	4.25
-- layer usage --
| metal | vias up | GRT usage (%) | routed length (microns) | share of wire, % |
|---|---|---|---|---|
| met5 | - | 0 | 0 | 0 |
| met1 | 476 | 10.8 | 1960 | 44 |
| li1 | 562 | - | - | - |
| met2 | 73 | 14.7 | 2060 | 46 |
| met3 | 0 | 2.75 | 461 | 10 |
| met4 | 0 | 0 | 0 | 0 |
-- worst paths after layout --
check,end,from
setup / recovery,saida[25],op[0]
hold / removal,saida[23],opUm[23]
No activity file was given, so power comes from the tool's default toggle rates.
