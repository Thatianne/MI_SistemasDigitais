$ cat flow/run.sh
#!/bin/bash
# OpenROAD 26Q1-2900-gdf79404cd8, Yosys 0.63+post, stock flow scripts
make -C /OpenROAD-flow-scripts/flow DESIGN_CONFIG=/design/flow/config.mk WORK_HOME=/design/flow/orfs finish
$ cat flow/config.mk
export PLATFORM = sky130hd
export DESIGN_NAME = ula
export DESIGN_NICKNAME = ula
export VERILOG_FILES = /design/flow/design.v
export SDC_FILE = /design/flow/constraint.sdc
export NUM_CORES = 4
export LEC_CHECK = 1
export CORE_UTILIZATION = 40
$ cat flow/constraint.sdc
current_design ula

set clk_period 425.9
set clk_io_pct 0.2

create_clock -name clk0 -period $clk_period

set non_clock_inputs [all_inputs -no_clocks]
set_input_delay [expr $clk_period * $clk_io_pct] -clock clk0 $non_clock_inputs
set_output_delay [expr $clk_period * $clk_io_pct] -clock clk0 [all_outputs]
$ cat flow/design.v
module ula(
	input [31:0] operador1,  
	input [31:0] operador2,  
	input [2:0]	opCode,
	output reg [31:0] resultado,
	output reg isZero
);
parameter Add = 3'b000;
parameter Sub	= 3'b001;
parameter Or	= 3'b010;
parameter Equal = 3'b011;
parameter Less = 3'b100;
parameter Mult = 3'b101;
parameter Div	= 3'b110;
parameter And	= 3'b111;
always @ (*)
begin
	case(opCode)
		Add:
		begin
			resultado = operador1 + operador2;
		end
		Sub:
		begin
			resultado = operador1 - operador2;
		end
		Or:
		begin
			resultado = operador1 | operador2;
		end
		Equal:
		begin
			if(operador1 == operador2)
			begin
				resultado = 32'd1;
			end
			else
			begin
				resultado = 32'd0;
			end
		end
		Less:
		begin
			if(operador1 < operador2)
				resultado = 32'd1;
			else
				resultado = 32'd0;
		end
		Mult:
		begin
			resultado = operador1 * operador2;
		end
		Div:
		begin
			resultado = operador1 / operador2;
		end
		And:
		begin
			resultado = operador1 & operador2;
		end
	endcase
	if(resultado == 32'd0)
		isZero = 1;
end
endmodule
==> results_slide.txt <==
Key Metrics from the Run

Status
  – Result of the run: complete, no violations

Run
  – Total of max-cap violations: 0
  – Count of tool warnings: about 100

Logic synthesis
  – Biggest area consumer among synthesized cells: sky130_fd_sc_hd__ha_1
  – Synth top area share: 0.191
  – Post-Syn Area: 49,200 sq um
  – Largest cells by area: sky130_fd_sc_hd__ha_1 (19%), sky130_fd_sc_hd__fa_1 (17%), sky130_fd_sc_hd__nand2_1 (6.8%)
  – Ys cells: just under 7,000
  – Average cell area after synthesis: 7.19 sq um
  – Number of cells produced by synthesis: 6,848
  – Count of unique library cells instantiated by Yosys: approximately 110
  – Chip area from the yosys synthesis statistics: just under 50,000 sq um
  – Top post-synthesis cells by count: sky130_fd_sc_hd__nand2_1 (891), sky130_fd_sc_hd__ha_1 (750), sky130_fd_sc_hd__inv_1 (681)
  – Post-synthesis sequential area ratio: 0
  – Synth warnings: 1
  – Dominant cell by count in the synthesized netlist: sky130_fd_sc_hd__nand2_1

Cells and area
  – Combined flip-flop and latch cell area: 0 sq um
  – Fraction of layout instances using a drive strength above 1: 0.0574
  – FF+latch count: 0
  – Final Instance Count excl. Fillers: ~8,500
  – Syn-to-layout area delta: 6.70%
  – Layout clock buffers: 0
  – Number of inserted filler cells in the final layout: 12,500

Global routing
  – Antenna violations before repair: 19
  – Leftover overflow at the end of global routing: 0
  – Total global routing track utilization: 0.383
  – Maximum number of pins on one net before global-route repair: 42
  – Wire length of the first global-routing pass: 341 mm
  – Via count of the first global-routing pass: slightly below 50,000

Pwr
  – Total net switching power: around 230 uW
  – Power density over cell area: 7.36 nW/um^2
  – Internal power of the cells: roughly 160 uW
  – Largest vdd supply drop: approximately 0.000026 V
  – Lkg Pwr: between 0.02 and 0.03 uW
  – Switching power share of the total: 0.596

STA
  – RSZ-0062 raised after global routing: no
  – Hold violation count in the final report: 0
  – Final-layout setup total negative slack: 0 ns
  – Remaining max-slew budget at the tightest pin: 0.125
  – Max frequency: between 0.003 and 0.004 GHz
  – Count of final max-slew check failures: 0
  – Final critical-path share of the clock period: 0.605
  – Setup-failing EPs final: 0
  – Final min period: 257.84 ns
  – Worst slew pin tran: between 1 and 1.5 ns

Route
  – Total wire length: ~240 mm
  – Routed wire length per instance: approximately 28 um
  – Via density: between 6 and 7
  – Count of antenna-violating nets left after detailed routing: 0
  – DR pass1 iterations: 6
  – Total via count after detailed routing: between 50,000 and 60,000
  – Detailed Route Iter0 Violations: 5,314
  – DRC violations left: 0

Place
  – Number of instances in the placed design: approximately 8,500
  – Number of port buffers: about 99
  – Post-DP HPWL: 189 mm
  – Final weighted congestion in routability-driven placement: around 1.1

Clock network
  – CTS Hold Buffers Added: 0
  – CTS resizes: 0
  – Post-CTS Setup Bufs: 0

Worst hold path
  – Number of stages on the worst hold path: 4
  – Worst hold start: opCode[1]
  – Worst-case hold path end point: resultado[6]
  – HP Class: in -> out

Floorplanning
  – Die area: ~120,000 sq um
  – Vertical die dimension: 353 um
  – Number of core rows: around 130
  – Count of pins on the block boundary: around 100
  – Floorplan Utilization: 0.404
  – Chip Width: ~350 um
  – Core region area: between 100,000 and 150,000 sq um

Setup path
  – Dominant cell type by count on the critical path: sky130_fd_sc_hd__ha_1
  – CP Capture Type: primary output
  – Worst setup path class: in -> out
  – Type of origin of the critical path: primary input
  – Critical Path Max Stage Delay: 1.02 ns
  – Slowest-stage cell, CP: sky130_fd_sc_hd__a2111oi_0
  – Data arrival time at the worst-slack endpoint: between 150 and 200 ns
  – Largest fanout on the critical path: 38
  – Critical path data required time: 340.72 ns
## worst max-delay path: cells and delay by family
family	cells	cell delay, ns
and+or+nand+nor	75	23.28
muxes	1	0.41
adders and majority gates	31	10.58
AOI/OAI and AO/OA	163	48.02
buffers and inverters	15	5.02
## layer usage
metal	wire length, um	track usage
met1	99800	0.546
met2	95400	0.538
met3	30100	0.135
met4	11300	0.139
met5	195	0
## power by group through the flow
stage	Combinational [uW]	Sequential (uW)	Clock, uW
CTS	377	0	0
global route	426	0	0
## through the flow
stage	setup WS (ns)	cell area, sq um	hold WS (ns)	utilization	power, uW
5_1_grt	163.64	52500	171.42	0.431	426
3_5_place_dp	171.40	52500	171.34	0.431	375
6_report	168.06	52500	171.35	0.431	387
3_3_place_gp	171.80	52500	171.33	0.431	374
2_1_floorplan	184.78	49200	170.66	-	263
4_1_cts	171.11	52500	171.34	0.431	377
## worst max-delay path by stage
stage     slack, ns     startpoint      endpoint
6_report     168.06  operador2[20]  resultado[0]
5_1_grt      163.64  operador2[31]  resultado[0]
4_1_cts      171.11  operador2[20]  resultado[0]
## placed cells by master (no fill, tap or decap), types with 55 or more instances in the layout
master	Yosys	final
sky130_fd_sc_hd__nor2b_1	63	63
sky130_fd_sc_hd__mux2_2	64	64
sky130_fd_sc_hd__a21o_1	208	208
sky130_fd_sc_hd__nand3_1	123	123
sky130_fd_sc_hd__nor3_1	172	169
sky130_fd_sc_hd__inv_1	681	671
sky130_fd_sc_hd__buf_4	4	183
sky130_fd_sc_hd__nor2_1	670	668
sky130_fd_sc_hd__xor2_1	180	180
sky130_fd_sc_hd__o21a_1	139	139
sky130_fd_sc_hd__a31oi_1	83	83
sky130_fd_sc_hd__clkdlybuf4s50_1	0	91
sky130_fd_sc_hd__a21oi_1	471	468
sky130_fd_sc_hd__a211oi_1	59	59
sky130_fd_sc_hd__o31ai_1	56	55
sky130_fd_sc_hd__nand2_1	891	891
sky130_fd_sc_hd__o211ai_1	56	56
sky130_fd_sc_hd__o21ai_0	297	295
sky130_fd_sc_hd__ha_1	750	750
sky130_fd_sc_hd__o21bai_1	55	55
sky130_fd_sc_hd__nand4_1	58	58
sky130_fd_sc_hd__xnor2_1	267	267
sky130_fd_sc_hd__fa_1	410	410
## cells by family (layout without fill, tap and decap cells)
family / count (synthesis) / count (layout) / share of synthesized area
AOI/OAI and AO/OA: 1831 / 1831 / 0.251
buffers and inverters: 973 / 972 / 0.0752
and+or+nand+nor: 2335 / 2335 / 0.215
muxes: 101 / 101 / 0.0222
adders and majority gates: 1160 / 1160 / 0.357
xor gates and xnor gates: 447 / 447 / 0.0795
other: 1 / 4 / 0.0000762
## cell type report
type / instances / area, sq um / share of cell area
antenna: 3 / 7.51 / 0.000143
inverter: 691 / 2590 / 0.0494
multi-input combinational: 5875 / 45600 / 0.868
tap: 1625 / 2030 / 0.0387
timing repair buffer: 281 / 2320 / 0.0442
Power is estimated from default activity; no workload was simulated.
